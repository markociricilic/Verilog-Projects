==> design.v <==
module fullAdder(a, b, c_in, s, c_out);
	input a, b, c_in;
	output s, c_out;
	assign s = c_in^a^b;
	assign c_out = (a & b) | (c_in & a) | (c_in & b);
endmodule
module part2(a, b, c_in, s, c_out);
	input c_in;
	input [3:0] a;
	input [3:0] b;
	output [3:0] s;
	output [3:0] c_out;
	fullAdder bit0(a[0], b[0], c_in, s[0], c_out[0]);
	fullAdder bit1(a[1], b[1], c_out[0], s[1], c_out[1]);
	fullAdder bit2(a[2], b[2], c_out[1], s[2], c_out[2]);
	fullAdder bit3(a[3], b[3], c_out[2], s[3], c_out[3]);
endmodule
==> run.sh <==
#!/bin/bash
# OpenROAD 26Q1-2900-gdf79404cd8, Yosys 0.63+post, stock flow scripts
make -C /OpenROAD-flow-scripts/flow DESIGN_CONFIG=/design/flow/config.mk WORK_HOME=/design/flow/orfs finish
==> config.mk <==
export PLATFORM = sky130hd
export DESIGN_NAME = part2
export DESIGN_NICKNAME = part2
export VERILOG_FILES = /design/flow/design.v
export SDC_FILE = /design/flow/constraint.sdc
export NUM_CORES = 4
export LEC_CHECK = 1
export CORE_AREA = 10 10 70 70
export DIE_AREA = 0 0 80 80
==> constraint.sdc <==
current_design part2

set clk_period 3.9
set clk_io_pct 0.2

create_clock -name clk0 -period $clk_period

set non_clock_inputs [all_inputs -no_clocks]
set_input_delay [expr $clk_period * $clk_io_pct] -clock clk0 $non_clock_inputs
set_output_delay [expr $clk_period * $clk_io_pct] -clock clk0 [all_outputs]
==> reports/qor_table.md <==
| Stage | Item | This run |
| --- | --- | --- |
| routing | Remaining design rule violation count | 0 |
| final timing | Max_slew headroom | 0.9284 |
| run status | Run status | finished, final reports clean |
| hold path | Startpoint of the lowest-slack hold path | c_in |
| clocking | Count of hold-fix buffers inserted at cts | 0 |
| synthesis | Area share of the leading cell type in the synthesized netlist | 0.3478 |
| final timing | Clock period minus worst slack | 3770 ps |
| setup path | Sort of element at the end of the critical path | output pin |
| setup path | Data arrival, critical path | 2990 ps |
| final timing | Transition at the pin with the smallest max-transition slack | 107.1 ps |
| final timing | Setup violations, final | 0 |
| routing | DR iter-0 viols | 0 |
| global routing | Overall Global Routing Usage | 0.01323 |
| power | Max rail drop VDD | 0.04423 mV |
| final timing | Maximum clock frequency | 265.3 MHz |
| routing | Antenna diode count | 0 |
| setup path | Required time reported for the critical path endpoint | 3120 ps |
| synthesis | Gate count after technology mapping | 18 |
| die | Die Area | 6400 µm² |
| final layout | Leading cell type in the layout, fill and taps excluded | sky130_fd_sc_hd__clkdlybuf4s50_1 |
| routing | Number of vias per cell | 1.781 |
| synthesis | Register share after synthesis | 0 |
| global routing | Via count of the first global-routing pass | 138 |
| final timing | Unrepaired setup endpoints after global routing | false |
| final timing | Final sum of negative setup slack | 0 ps |
| routing | Routed wire length | 465 µm |
| routing | Average wire length per cell after detail routing | 6.370 µm |
| die | Io pins | 17 |
| final layout | Area of the multi-input gates | 98.84 µm² |
| setup path | Top fanout value on the critical path | 3 |
| final timing | Final number of max-transition violations | 0 |
| power | Leakage power | 0.1307 nW |
| final layout | Share of layout cells above drive strength 1 | 0.07407 |
| routing | Number of optimization iterations in the first detailed-route pass | 1 |
| synthesis | Chip area line of the yosys report | 172.7 µm² |
| placement | Gpl congestion | 0.7957 |
| setup path | Capturing instance or port of the critical path | c_out[3] |
| routing | Final antenna-violating net count | 0 |
| die | Area of the core | 3416 µm² |
| power | Total power density per cell area | 126.9 nW/µm² |
| final layout | Flip-flop and latch count | 0 |
| die | Total number of placement rows | 21 |
| placement | Count of buffers from port buffering | 17 |
| final timing | Final cycle utilization of the critical path | 0.9667 |
| final layout | Number of filler instances in the final layout | 404 |
| die | Share of the core filled by cells before placement | 0.05055 |
| global routing | Global-route wire length before repair | 662 µm |
| global routing | Number of antenna violations at the first check in global routing | 0 |
| global routing | Maximum number of pins on one net before global-route repair | 4 |
| routing | Vias | 130 |
| synthesis | Cell taking the most area after synthesis | sky130_fd_sc_hd__fa_1 |
| final layout | Highest-count cells in the layout ignoring fill and taps | sky130_fd_sc_hd__clkdlybuf4s50_1, sky130_fd_sc_hd__inv_1, sky130_fd_sc_hd__fa_2 |
| synthesis | Yosys cell count | 18 |
| final layout | Area growth from synthesis to layout | 100.0% |
| global routing | Overflow left after global routing | 0 |
| setup path | Worst setup SP type | primary input |
| final layout | Clkbuf count | 0 |
| placement | Detailed placer's ending HPWL | 453.3 µm |
| run | Count of max-cap constraint violations | 0 |
| synthesis | Synth cell types | 5 |
| final timing | Final hold violation count | 0 |
| setup path | Critical Setup Path Class | primary input to output pin |
| die | Chip Height | 80 µm |
| final layout | Register area | 0 µm² |
| synthesis | Avg Inst Size Synth | 9.593 µm² |
| hold path | Worst min-delay path class | primary input to output pin |
| run | Stage-log warning count | 32 |
| setup path | CP Launch Point | a[0] |
| synthesis | Area of the mapped netlist | 172.7 µm² |
| die | Die width | 80 µm |
| synthesis | Top cells by area | sky130_fd_sc_hd__fa_1, sky130_fd_sc_hd__buf_4, sky130_fd_sc_hd__xor3_1, sky130_fd_sc_hd__inv_1, sky130_fd_sc_hd__maj3_1 |
| final timing | Final hold slack | 2602 ps |
| synthesis | Synth warn | 0 |
==> cells in the mapped netlist <==
library cell and count:
sky130_fd_sc_hd__buf_4 8, sky130_fd_sc_hd__fa_1 3, sky130_fd_sc_hd__inv_1 5, sky130_fd_sc_hd__maj3_1 1, sky130_fd_sc_hd__xor3_1 1
==> area by class of cell <==
class                           count  share of cell area
Inverter                            5             0.05435
Multi-Input combinational cell      5              0.2862
Tap cell                           46              0.1667
Timing Repair Buffer               17              0.4928
==> cells by family after synthesis <==
kind of cell             Yosys count  synth area share
buffers and inverters             13            0.4565
adder cells (fa/ha/maj)            4            0.4058
XOR/XNOR                           1            0.1377
==> per-layer routing <==
metal | global-route usage | vias up | part of all wire
li1 | - | 62 | -
met1 | 0.01874 | 51 | 0.52
met2 | 0.01284 | 17 | 0.16
met3 | 0.01477 | 0 | 0.32
met4 | 0 | 0 | 0
met5 | 0 | - | 0
==> where the power goes <==
part           leakage (nW)  internal (mW)  total [mW]  switching, mW
registers                 0              0           0              0
clock network             0              0           0              0
logic                 0.131         0.0335      0.0438         0.0103
total                 0.131         0.0335      0.0438         0.0103
==> per-stage QoR <==
stage	utilization	area (µm²)	cells	setup slack, ps	power (mW)
global placement	0.09963	340.3	73	-5.903	0.04435
finish	0.1011	345.3	73	130.0	0.04383
CTS	0.1004	342.8	73	22.98	0.04521
global route	0.1011	345.3	73	1.721	0.04951
detailed placement	0.09963	340.3	73	-23.42	0.04447
floorplan	-	172.7	18	792.5	0.02402
==> worst min-delay path by stage <==
stage      end  slack (ps)  cells after the start
4_1_cts   s[0]        2610                      5
5_1_grt   s[0]        2630                      5
6_report  s[0]        2600                      5
==> critical path, cell delays in order <==
cell	delay (ps)
sky130_fd_sc_hd__clkdlybuf4s50_1	400
sky130_fd_sc_hd__inv_1	80
sky130_fd_sc_hd__fa_1	160
sky130_fd_sc_hd__inv_1	60
sky130_fd_sc_hd__fa_2	370
sky130_fd_sc_hd__fa_2	370
sky130_fd_sc_hd__maj3_1	350
sky130_fd_sc_hd__clkdlybuf4s50_1	420
==> repair_timing <==
action                                  in CTS  in global routing
setup buffers                                0                  0
endpoints found under the setup margin       1                  1
resized                                      1                  1
Power figures rest on the tool's default switching activity, not on a simulated workload.
