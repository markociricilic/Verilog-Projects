[./config.mk]
export PLATFORM = sky130hd
export DESIGN_NAME = hex_decoder
export DESIGN_NICKNAME = hex_decoder
export VERILOG_FILES = /design/flow/design.v
export SDC_FILE = /design/flow/constraint.sdc
export NUM_CORES = 4
export LEC_CHECK = 1
export CORE_AREA = 10 10 70 70
export DIE_AREA = 0 0 80 80
[./constraint.sdc]
current_design hex_decoder

set clk_period 1.7
set clk_io_pct 0.2

create_clock -name clk0 -period $clk_period

set non_clock_inputs [all_inputs -no_clocks]
set_input_delay [expr $clk_period * $clk_io_pct] -clock clk0 $non_clock_inputs
set_output_delay [expr $clk_period * $clk_io_pct] -clock clk0 [all_outputs]
[./design.v]
module hex_decoder(c, display);
input [3:0] c; 
output [6:0] display;
assign display[0] = ~((c[3] & ~c[2] & ~c[1])|(~c[3] & c[2] & c[0])|(c[3] & ~c[0])|(~c[3] & c[1])|(c[2] & c[1])|(~c[2] & ~c[0]));
assign display[1] = ~((~c[3] & ~c[1] & ~c[0])|(~c[3] & c[1] & c[0])|(c[3] & ~c[1] & c[0])|(~c[2] & ~c[1])|(~c[2] & ~c[0]));
assign display[2] = ~((~c[3] & ~c[1])|(~c[3] & c[0])|(~c[1] & c[0])|(~c[3] & c[2])|(c[3] & ~c[2]));
assign display[3] = ~((~c[3] & ~c[2] & ~c[0])|(~c[2] & c[1] & c[0])|(c[2] & ~c[1] & c[0])|(c[2] & c[1] & ~c[0])|(c[3] & ~c[1]));
assign display[4] = ~((~c[2] & ~c[0])|(c[1] & ~c[0])|(c[3] & c[1])|(c[3] & c[2]));
assign display[5] = ~((~c[3] & c[2] & ~c[1])|(~c[1] & ~c[0])|(c[2] & ~c[0])|(c[3] & ~c[2])|(c[3] & c[1]));
assign display[6] = ~((~c[3] & c[2] & ~c[1])|(~c[2] & c[1])|(c[1] & ~c[0])|(c[3] & ~c[2])|(c[3] & c[0]));
endmodule
[./run.sh]
#!/bin/bash
# OpenROAD 26Q1-2900-gdf79404cd8, Yosys 0.63+post, stock flow scripts
make -C /OpenROAD-flow-scripts/flow DESIGN_CONFIG=/design/flow/config.mk WORK_HOME=/design/flow/orfs finish
==> flow_summary.json <==
{
  "hold_buffers": 0,
  "top_area_cell": "nor2b_1",
  "combPwrFrac": 1.000,
  "status": "completed",
  "first_iter_violations": 25,
  "path_class": "in -> out",
  "ff_latch_area_um2": 0,
  "viasPerCell": 2.99,
  "drt_pass1_iterations": 3,
  "grt_pass1_wl_mm": 1.41,
  "wl_per_cell_um": 8.03,
  "clkPwrFrac": 0,
  "finish.utilization": 0.140,
  "io_pins": 11,
  "place_ws_ps": -616,
  "critPathMaxFanout": 6,
  "power.leakage_nw": 0.209,
  "hold_depth": 4,
  "syn_inst": 35,
  "seq_cells": 0,
  "grt_max_degree": 8,
  "drive_above_1_share": 0.500,
  "ant_nets": 0,
  "slew_viol_final": 0,
  "warning_count": 32,
  "fp.coreArea_um2": 3420,
  "post-route-period-util": 0.953,
  "ir_drop_v": 0.0000349,
  "cpPeakStageDelay_ps": 470,
  "cp.required_ps": 1360,
  "cp-end-kind": "output pin",
  "chip_area_um2": 6400,
  "swShare": 0.407,
  "dp_hpwl_um": 657,
  "gp_congestion": 0.774,
  "io_buffers": 11,
  "antenna_found_initial": 0,
  "net-switching-power_uw": 43.2,
  "wl_met1_um": 376,
  "p_int_uw": 63.0,
  "synthToLayoutAreaGrowth_pct": 132,
  "crit_path_top_delay_cell": "clkdlybuf4s50_1",
  "crit_path_cell_trace": "clkbuf_4 -> buf_4 -> mux2i_1 -> o21ai_2 -> clkdlybuf4s50_1",
  "min_path_type": "in -> out",
  "ys_cells": 35,
  "ys_seq_frac": 0,
  "syn_area_um2": 206,
  "tightest_slew_ps": 163,
  "worstSetupStartpointType": "input port",
  "min_from": "c[0]",
  "num_rows": 21,
  "arrival_ps": 1280,
  "die_w_um": 80,
  "grt_pass1_vias": 291,
  "yosysTopAreaCellShare": 0.0909,
  "wl_met3_um": 75,
  "grt_usage": 0.0252,
  "hold_viol": 0,
  "grt_overflow": 0,
  "top_cells_by_count": "nand2_1 (4), nand3_1 (3), nor2b_1 (3), o21ai_1 (3)",
  "power_density_nw_per_um2": 221,
  "dr.max_layer_used": "met3",
  "yosysWarnings": 0,
  "ys_top_cells_by_area": "nor2b_1 (9.1%), nand3_1 (7.3%), o21ai_1 (7.3%)",
  "diodes": 0,
  "initCoreUtil": 0.0604,
  "fmax_mhz": 617,
  "maxCapViolCount": 0,
  "vias": 305,
  "worst_slew_margin_rel": 0.888,
  "routed_wl_um": 819,
  "most_common_cell": "nand2_1",
  "setup_viol": 0,
  "tns_ps": 0,
  "pwr-share-seq": 0,
  "synthDistinctLibCells": 21,
  "drc": 0,
  "fin_ws_ps": 79.2,
  "n_clock_buffer": 0,
  "dr_wl_met2_um": 367,
  "fp.dieH_um": 80,
  "synth.avg_cell_area_um2": 5.90,
  "post-route-min-period_ps": 1620,
  "yosys-stat-area_um2": 206,
  "min_to": "display[3]"
}
==> metrics by stage <==
| stage | cells | area, um^2 | hold WS, ps | total power, mW |
|---|---|---|---|---|
| floorplan | 35 | 206 | 817 | 0.0398 |
| global placement | 99 | 432 | 1780 | 0.103 |
| detailed placement | 99 | 432 | 1780 | 0.102 |
| CTS | 102 | 469 | 1210 | 0.105 |
| global route | 102 | 479 | 1180 | 0.120 |
| finish | 102 | 479 | 1160 | 0.106 |
==> power by group through the flow <==
stage	registers [mW]	logic (mW)	clock network (mW)
finish	0	0.106	0
global route	0	0.120	0
CTS	0	0.105	0
==> critical path, delay by kind of cell <==
family / cells / cell delay, ps
buf+inv: 3 / 750
compound gates: 1 / 120
mux: 1 / 70
==> what timing repair did <==
| action | in CTS | in global routing |
|---|---|---|
| resized | 35 | 6 |
| buffers inserted | 3 | 0 |
| endpoints found under the hold margin | 0 | 0 |
| pin swaps | 6 | 0 |
| endpoints found under the setup margin | 7 | 3 |
==> layer usage <==
| metal | track usage | up-vias |
|---|---|---|
| li1 | - | 167 |
| met1 | 0.0356 | 133 |
| met2 | 0.0385 | 5 |
| met3 | 0.00795 | 0 |
| met4 | 0 | 0 |
| met5 | 0 | - |
==> how the worst max path moves through the flow <==
stage | startpoint | to | slack [ps] | depth (start not counted)
CTS | c[2] | display[2] | 20 | 5
global route | c[1] | display[2] | -6 | 5
finish | c[2] | display[2] | 80 | 5
==> layout make-up <==
| cell class | instances | area (um^2) |
|---|---|---|
| multi-input cells | 31 | 219 |
| fillers | 399 | 2940 |
| repair buffers | 25 | 203 |
| well taps | 46 | 57.6 |
==> cell usage in the layout, fill, tap and decap left out, drive strengths merged <==
master	instances
a21oi	2
a22o	1
a22oi	1
a31oi	2
buf	17
clkbuf	2
clkdlybuf4s50	1
dlygate4sd2	5
mux2i	1
nand2	5
nand2b	2
nand3	3
nand3b	1
nand4b	1
nor2	2
nor2b	3
o21ai	4
or2	1
or3	1
xnor2	1
==> kinds of logic (layout without fill, tap and decap cells) <==
group / Yosys count / after routing / share of synthesized area
AOI/OAI and AO/OA: 10 / 10 / 0.285
and+or+nand+nor: 19 / 19 / 0.503
muxes: 1 / 1 / 0.0485
buffers and inverters: 4 / 25 / 0.121
xor gates and xnor gates: 1 / 1 / 0.0424
Power and IR drop assume default switching activity.
